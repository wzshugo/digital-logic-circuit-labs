===== design/flow/design.v =====
module FullAdder4bit (
    input [3:0] x,
    input [3:0] y,
    input cin,
    output [3:0] s,
    output cout
);
    wire c1, c2, c3, c4;
	FullAdder1bit add0(x[0], y[0], cin, s[0], c1);
	FullAdder1bit add1(x[1], y[1], c1, s[1], c2);
	FullAdder1bit add2(x[2], y[2], c2, s[2], c3);
	FullAdder1bit add3(x[3], y[3], c3, s[3], c4);
	assign cout = c4;
endmodule
module FullAdder1bit (
	input a,
	input b,
	input cin,
	output s,
	output cout
);
	assign s = ({cin, a, b} == 3'b001 || {cin, a, b} == 3'b010 || {cin, a, b} == 3'b100 || {cin, a, b} == 3'b111) ? 1 : 0;
    assign cout = ({cin, a, b} == 3'b011 || {cin, a, b} == 3'b101 || {cin, a, b} == 3'b110 || {cin, a, b} == 3'b111) ? 1 : 0;
endmodule
module add_clk_division(
    input clk,
    input rstn,
    output div_clk
);
    reg [27:0] adder_clk_reg;
    assign div_clk = adder_clk_reg[27];
    always @(posedge clk)
        if (!rstn)
            adder_clk_reg <= 28'b0;
        else
            adder_clk_reg <= adder_clk_reg + 1;
endmodule
module led_clk_division(
    input clk,
    input rstn,
    output led_clk
);
    reg [19:0] led_clk_reg;
    assign led_clk = led_clk_reg[19];
    always @(posedge clk)
        if (!rstn)
            led_clk_reg <= 20'b0;
        else
            led_clk_reg <= led_clk_reg + 1;
endmodule
module led_mux_generate(
    input [3:0] s,
    input led_clk,
    input rstn,
    output reg [3:0] led_mux
);
    always @(posedge led_clk or negedge rstn) begin
        if (!rstn)
            led_mux <= 4'b1;
        else
            led_mux <= {led_mux[2:0], led_mux[3]};
    end
endmodule
module led_diplay(
    input [3:0] led_mux,
    input [3:0] s,
    output reg [6:0] led
);
    always @(*) begin
        if (|(led_mux & s))
            led = 7'b0110000;
        else
            led = 7'b1111110;
    end
endmodule
module input_generate(
    input div_clk,
    input rstn,
    output reg [3:0] x,
    output reg [3:0] y
);
    always @(posedge div_clk or negedge rstn)
        if(!rstn) begin
            x <= 4'b0;
            y <= 4'b0;
        end
        else begin
            x <= x + 1;
            y <= y + 2;
        end
endmodule
module led_adder_top(
    input clk,
    input rstn,
    output [3:0] led_mux,
    output [6:0] led
);   
    wire [3:0] x;
    wire [3:0] y;
    wire [3:0] s;
    wire [3:0] led_mux_;
    wire [6:0] led_;
    wire cout;
    led_clk_division led_division_inst (clk, rstn, led_clk);
    add_clk_division add_division_inst (clk, rstn, div_clk);
    input_generate input_inst (div_clk, rstn, x, y);
    FullAdder4bit full_adder_inst (x, y, 0, s, cout);
    led_mux_generate led_mux_inst (s, led_clk, rstn, led_mux_);
    led_diplay led_inst (led_mux_, s, led_);
    assign led_mux = led_mux_;
    assign led = led_;
endmodule
module led_tb;
    reg clk;
    reg rstn;
    wire [3:0] led_mux;
    wire [6:0] led;
    led_adder_top top (clk, rstn, led_mux, led);
    always #5 clk = ~clk;     
    initial begin
        clk = 0;
        rstn = 0;
        #10;
        rstn = 1;
    end
endmodule

===== design/flow/run.sh =====
#!/bin/bash
# OpenROAD 26Q1-2900-gdf79404cd8, Yosys 0.63+post, stock flow scripts
make -C /OpenROAD-flow-scripts/flow DESIGN_CONFIG=/design/flow/config.mk WORK_HOME=/design/flow/orfs finish

===== design/flow/config.mk =====
export PLATFORM = sky130hd
export DESIGN_NAME = led_adder_top
export DESIGN_NICKNAME = led_adder_top
export VERILOG_FILES = /design/flow/design.v
export SDC_FILE = /design/flow/constraint.sdc
export NUM_CORES = 4
export LEC_CHECK = 1
export CORE_UTILIZATION = 40

===== design/flow/constraint.sdc =====
current_design led_adder_top

set clk_period 5.9
set clk_io_pct 0.2

create_clock -name clk0 -period $clk_period [get_ports {clk}]

set non_clock_inputs [all_inputs -no_clocks]
set_input_delay [expr $clk_period * $clk_io_pct] -clock clk0 $non_clock_inputs
set_output_delay [expr $clk_period * $clk_io_pct] -clock clk0 [all_outputs]

==> impl_metrics.toml <==
# implementation run metrics
[outcome]
outcome = "complete, no violations"

[grt]
grt_pass1_vias = 1625
grt_pass1_wl_um = 7113
grt_max_degree = 42
track_usage_pct = 13.67
grt_antenna_before_repair = 0
grt_overflow = 0

[cells_and_area]
fin_cells = 364
mi_logic_area_um2 = 1215
syn2layout_area_growth_pct = 8.095
seq_area_um2 = 1237
final_util_pct = 46.04
drive_gt1_share_pct = 4.152
largest_reg_flops = 28
fillCellCount = 582

[worst_setup_path]
reg2reg_to = "add_division_inst.adder_clk_reg[27]"
path_delay_family = "buffers and inverters"
arrival_ns = 2.36
crit_path_frequent_cell = "buf_4"
rrSetupSlack_ns = 4.01
reg2reg_from = "add_division_inst.adder_clk_reg[4]"
cpPeakStageDelay_ns = 0.40
r2r_cells = 4
slowest_stage = "clkdlybuf4s50_1"
crit_path_max_fanout = 41
path_class = "primary input to flip-flop"
cp.buffers_inverters = 4
startpoint_type = "primary input"
path_cells = "clkdlybuf4s50_1, buf_4, inv_1, buf_4, nor2_1"
crit_start = "rstn"
end_kind = "flip-flop"
worstPathRequired_ns = 6.07

[logic_synthesis]
largest_area_cell = "dfxtp_1"
edf_count = 0
ff_type = "dfxtp_1"
synth_warnings = 8
numSynthFlops = 59
synth_cells = 283
ys_seq_share_pct = 47.94
netlist_top_cells_count = "48 x dfxtp_1, 22 x a21oi_1, 22 x nand3_1, 21 x nor2_1"
yosys_area_um2 = 2581
yosysMostFrequentCell = "dfxtp_1"
topCellsByArea = "dfxtp_1 37%, dfrtp_1 9.7%, xnor2_1 5.8%"
synth_cell_types = 33
async_flop_share_pct = 18.64
syn-cell-area_um2 = 2581
avgSynthCellArea_um2 = 9.121
top_cell_area_share_pct = 37.23
ys_cells = 283

[placed_design]
dpl.cell_count = 356
gp_congestion = 0.7542
dp_hpwl_um = 2737
port_buffers = 9

[floorplanning]
die-area_um2 = 6778
core_area_um2 = 6061
io_pins = 13
die_x_um = 82.33
fp-utilization_pct = 42.59
row_count = 28
die_y_um = 82.33

[timing]
worst_pin_slew_ns = 0.6476
untimed_endpoints = 19
maxSlewHeadroom_pct = 56.43
finalClockSkew_ns = 0.002280
final-hold-violation-count = 0
rsz0062_at_grt = "false"
fmax_ghz = 0.4571
drv_slew = 0
final-setup-viol-count = 0
min_period_ns = 2.188
tns_ns = 0
hold-worst-slack_ns = 0.4633
finalCritPeriodShare_pct = 37.08
unclocked_regs = 11

[drt]
diodes = 0
drc = 0
wl_per_cell_um = 11.11
vias_per_cell = 5.157
routed_wl_um = 4043
drt-initial-drc-count = 68
vias = 1877
ant_nets = 0
drtPass1Iterations = 6

[clock_tree]
numCtsBuffers = 5
post-cts-setup-buffers = 0
clock_latency_ns = 0.29
post_cts_resized = 0
cts_buffer_depth = 2
htreeDepth = 2
ctsRootBufferMaster = "clkbuf_8"
cts_hold_buffers = 0
path_clk_slew_ns = 0.08
cts_tree = "done"

[hold_path]
holdPathEnd = "add_division_inst.adder_clk_reg[0]"
hold_class = "flip-flop to flip-flop"
hp-start = "add_division_inst.adder_clk_reg[0]"
hold_depth = 1

[power_and_ir_drop]
vdd_drop_max_mv = 0.08056
power_mw = 0.5428
powerDensity_nw_per_um2 = 194.5
p_leak_nw = 0.9521

[job]
maxCapViolCount = 0
warnings = 25
[final cells by class]
class / count / area share, %
Tap cell: 75 / 3.363
Clock buffer: 8 / 3.229
Sequential cell: 59 / 44.35
Inverter: 13 / 1.749
Multi-Input combinational cell: 198 / 43.54
Timing Repair Buffer: 11 / 3.767
[how the worst max path moves through the flow]
stage / endpoint / slack, ns / depth (start not counted)
CTS: add_division_inst.adder_clk_reg[12] / 3.69 / 5
finish: add_division_inst.adder_clk_reg[9] / 3.71 / 5
global route: add_division_inst.adder_clk_reg[16] / 3.59 / 5
[metrics by stage]
step | setup slack [ns] | cell area, um2
finish | 3.712 | 2790
global route | 3.588 | 2790
CTS | 3.693 | 2790
detailed placement | 3.374 | 2700
global placement | 3.398 | 2700
floorplan | 4.167 | 2585
[placed cells by master, fill, tap and decap left out, types with 2 or more instances in the layout]
cell and n:
clkbuf_1 2, or3_1 14, nor3_1 6, nor4_1 4, dfrtp_1 10, xnor2_1 17
nand3_1 22, mux2i_1 5, nand2_1 17, nand4_1 9, nand2b_1 5, and2_1 2
buf_4 2, or4_1 7, a21oi_1 22, o31ai_1 6, and4_1 5, dfxtp_1 48
conb_1 3, ha_1 5, xor2_1 6, inv_1 13, clkdlybuf4s50_1 9, clkbuf_8 6
o21ai_0 16, nor2_1 21
[where the power goes]
| part | switching, mW | internal, mW |
|---|---|---|
| clock | 0.101 | 0.0957 |
| combinational | 0.00971 | 0.00519 |
| sequential | 0.00390 | 0.327 |
| total | 0.115 | 0.428 |
[per-layer routing]
metal / GRT usage (%) / up-vias / wire length (um)
met5: 0 / - / 0
met4: 1.754 / 0 / 67
met3: 2.787 / 6 / 136
met2: 21.57 / 22 / 1698
met1: 20.44 / 855 / 2141
li1: - / 994 / -
[logic make-up (layout without fill, tap and decap cells)]
| kind of cell | Yosys count | in the layout | share of synthesized area, % |
|---|---|---|---|
| buf+inv | 27 | 32 | 5.138 |
| simple gates | 116 | 116 | 24.28 |
| other cells | 2 | 3 | 0.2909 |
| fa+ha+maj | 6 | 6 | 3.199 |
| compound gates | 45 | 45 | 9.404 |
| xor+xnor | 23 | 23 | 7.804 |
| flops | 59 | 59 | 47.94 |
| mux | 5 | 5 | 1.939 |
Power and IR drop assume default switching activity.
